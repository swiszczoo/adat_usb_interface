==> flow/design.v <==
module nrzi_phase_lock_decoder_v2 (
    input           clk_x4_i,
    input           nrzi_i,
    output          clk_o,
    output          clk_main_tick_no,
    output          data_o,
    output          valid_o,
    output          sync_o               
);
    typedef enum bit[1:0] {
        StIdle,
        StSearchForTransition,
        StSynced,
        StError
    } decoder_state_e;
    var bit [1:0] clk_div_r = 'b00;
    wire clk_main_tick_next = clk_div_r[1] | clk_div_r[0];
    var bit clk_main_tick_r;
    always_ff @(posedge clk_x4_i) begin
        clk_div_r <= clk_div_r + 'b01;
        clk_main_tick_r <= clk_main_tick_next;
    end
    assign clk_o = !clk_div_r[1];
    assign clk_main_tick_no = clk_main_tick_r;
    decoder_state_e decoder_state = StIdle;
    decoder_state_e decoder_state_next;
    var bit prev_symbol_r = 'b0;
    var bit [10:0] symbol_history_shift_r = 'b0;
    var bit [3:0] symbol_history_temp_shift_r = 'b0000;
    logic [3:0] symbol_history_temp_shift_next;
    var bit [4:0] current_zeros_count_r = 'b00000;
    logic [4:0] current_zeros_count_next;
    var bit [2:0] current_read_pos_r = 'b000;
    logic [2:0] current_read_pos_next;
    wire too_many_zeros_error = current_zeros_count_r[4];
    logic [3:0] current_read_window_q;
    reg data_r;
    logic data_next;
    always_comb begin
        unique case (current_read_pos_r)
            'b000: current_read_window_q = symbol_history_shift_r[ 3:0];
            'b001: current_read_window_q = symbol_history_shift_r[ 4:1];
            'b010: current_read_window_q = symbol_history_shift_r[ 5:2];
            'b011: current_read_window_q = symbol_history_shift_r[ 6:3];
            'b100: current_read_window_q = symbol_history_shift_r[ 7:4];
            'b101: current_read_window_q = symbol_history_shift_r[ 8:5];
            'b110: current_read_window_q = symbol_history_shift_r[ 9:6];
            'b111: current_read_window_q = symbol_history_shift_r[10:7];
        endcase
    end
    always_comb begin
        symbol_history_temp_shift_next[3:1] = symbol_history_temp_shift_r[2:0];
        symbol_history_temp_shift_next[0] = nrzi_i;
    end
    always_comb begin
        unique case (decoder_state)
            StIdle: begin
                decoder_state_next = StSearchForTransition;
                current_zeros_count_next = 'b00000;
                current_read_pos_next = 'd4;
                data_next = 'b0;
            end  
            StSearchForTransition: begin
                current_zeros_count_next = 'b00000;
                data_next = 'b0;
                unique case (current_read_window_q)
                    'b0000: begin
                        if (prev_symbol_r == 'b1) begin
                            decoder_state_next = StSynced;
                            current_read_pos_next = 'd2; 
                        end else begin
                            decoder_state_next = StSearchForTransition;
                            current_read_pos_next = current_read_pos_r;
                        end
                    end
                    'b1111: begin
                        if (prev_symbol_r == 'b0) begin
                            decoder_state_next = StSynced;
                            current_read_pos_next = 'd2;
                        end else begin
                            decoder_state_next = StSearchForTransition;
                            current_read_pos_next = current_read_pos_r;
                        end
                    end
                    'b0001: begin
                        decoder_state_next = StSynced;
                        current_read_pos_next = 'd3;
                    end
                    'b0011: begin
                        decoder_state_next = StSynced;
                        current_read_pos_next = 'd4;
                    end
                    'b0111: begin
                        decoder_state_next = StSynced;
                        current_read_pos_next = 'd5;
                    end
                    'b1110: begin
                        decoder_state_next = StSynced;
                        current_read_pos_next = 'd3;
                    end
                    'b1100: begin
                        decoder_state_next = StSynced;
                        current_read_pos_next = 'd4;
                    end
                    'b1000: begin
                        decoder_state_next = StSynced;
                        current_read_pos_next = 'd5;
                    end
                    default: begin
                        decoder_state_next = StSearchForTransition;
                        current_read_pos_next = current_read_pos_r;
                    end
                endcase
            end  
            StSynced: begin
                if (too_many_zeros_error) begin
                    decoder_state_next = StError;
                    current_zeros_count_next = 'b0;
                    current_read_pos_next = 'd4;
                    data_next = 'b0;
                end else begin
                    decoder_state_next = StSynced;
                    current_zeros_count_next = 'b00000;
                    current_read_pos_next = current_read_pos_r;
                    unique case (current_read_window_q)
                        'b0000: begin
                            data_next = 'b0;
                            current_zeros_count_next = current_zeros_count_r + 'd1;
                        end
                        'b1111: begin
                            data_next = 'b0;
                            current_zeros_count_next = current_zeros_count_r + 'd1;
                        end
                        'b0011: data_next = 'b1;
                        'b1100: data_next = 'b1;
                        'b0001: begin
                            if (current_read_pos_r == 'd0) begin
                                data_next = 'b0;
                                decoder_state_next = StError;
                            end else begin
                                data_next = 'b1;
                                current_read_pos_next = current_read_pos_next - 'd1;
                            end
                        end
                        'b1110: begin
                            if (current_read_pos_r == 'd0) begin
                                data_next = 'b0;
                                decoder_state_next = StError;
                            end else begin
                                data_next = 'b1;
                                current_read_pos_next = current_read_pos_next - 'd1;
                            end
                        end
                        'b0111: begin
                            if (current_read_pos_r == 'd7) begin
                                data_next = 'b0;
                                decoder_state_next = StError;
                            end else begin
                                data_next = 'b1;
                                current_read_pos_next = current_read_pos_next + 'd1;
                            end
                        end
                        'b1000: begin
                            if (current_read_pos_r == 'd7) begin
                                data_next = 'b0;
                                decoder_state_next = StError;
                            end else begin
                                data_next = 'b1;
                                current_read_pos_next = current_read_pos_next + 'd1;
                            end
                        end
                        'b1010: begin
                            data_next = 'b0;
                            decoder_state_next = StError;
                        end
                        'b0101: begin
                            data_next = 'b0;
                            decoder_state_next = StError;
                        end
                        'b0010: begin
                            data_next = 'b0;
                            current_zeros_count_next = current_zeros_count_r + 'd1;
                        end
                        'b1101: begin
                            data_next = 'b0;
                            current_zeros_count_next = current_zeros_count_r + 'd1;
                        end
                        'b0100: begin
                            data_next = 'b0;
                            current_zeros_count_next = current_zeros_count_r + 'd1;
                        end
                        'b1011: begin
                            data_next = 'b0;
                            current_zeros_count_next = current_zeros_count_r + 'd1;
                        end
                        default: begin
                            data_next = 'b0;
                            decoder_state_next = StError;
                        end
                    endcase
                end
            end  
            default: begin
                decoder_state_next = StIdle;
                current_zeros_count_next = 'b00000;
                current_read_pos_next = 'd4;
                data_next = 'b0;
            end
        endcase
    end
    always_ff @(posedge clk_x4_i) begin
        symbol_history_temp_shift_r <= symbol_history_temp_shift_next;
        if (!clk_main_tick_no) begin
            decoder_state <= decoder_state_next;
            prev_symbol_r <= current_read_window_q[0];
            symbol_history_shift_r[10:4] <= symbol_history_shift_r[6:0];
            symbol_history_shift_r[3:0] <= symbol_history_temp_shift_next;
            current_zeros_count_r <= current_zeros_count_next;
            current_read_pos_r <= current_read_pos_next;
            data_r <= data_next;
        end
    end
    assign data_o = data_r;
    assign valid_o = decoder_state == StSynced;
    assign sync_o = current_zeros_count_r[3];
endmodule
==> flow/run.sh <==
#!/bin/bash
# OpenROAD 26Q1-2900-gdf79404cd8, Yosys 0.63+post, stock flow scripts
make -C /OpenROAD-flow-scripts/flow DESIGN_CONFIG=/design/flow/config.mk WORK_HOME=/design/flow/orfs finish
==> flow/config.mk <==
export PLATFORM = sky130hd
export DESIGN_NAME = nrzi_phase_lock_decoder_v2
export DESIGN_NICKNAME = nrzi_phase_lock_decoder_v2
export VERILOG_FILES = /design/flow/design.v
export SDC_FILE = /design/flow/constraint.sdc
export NUM_CORES = 4
export LEC_CHECK = 1
export CORE_AREA = 10 10 105 105
export DIE_AREA = 0 0 115 115
==> flow/constraint.sdc <==
current_design nrzi_phase_lock_decoder_v2

set clk_period 6.2
set clk_io_pct 0.2

create_clock -name clk0 -period $clk_period [get_ports {clk_x4_i}]

set non_clock_inputs [all_inputs -no_clocks]
set_input_delay [expr $clk_period * $clk_io_pct] -clock clk0 $non_clock_inputs
set_output_delay [expr $clk_period * $clk_io_pct] -clock clk0 [all_outputs]
==> impl_metrics.env <==
# physical design summary
export IMPL_wire_per_inst_um=12.1
export IMPL_clock_skew_ns=0.00639
export IMPL_timing_hold_violations_final=0
export IMPL_worst_pin_slew_ns=0.771
export IMPL_p_leak_nw=0.689
export IMPL_cts_root_buf="clkbuf_8"
export IMPL_grt_pass1_wl_mm=5.62
export IMPL_die_y_um=115
export IMPL_xor_share_pct=2.00
export IMPL_top_cells_by_area="edfxtp_1 39%, ha_1 9.3%, dfxtp_1 6.9%, inv_1 2.6%, nor2_1 2.6%"
export IMPL_synth_stat_cells=153
export IMPL_synth_cell_types=46
export IMPL_hold_depth=0
export IMPL_yosysChipArea_sq_mm=0.00175
export IMPL_maxCapViolCount=0
export IMPL_outcome="finished, final reports clean"
export IMPL_hold_start="symbol_history_temp_shift_r[1]"
export IMPL_ys_warn_count=1
export IMPL_die_area_sq_mm=0.0132
export IMPL_rsz0062_at_grt="no"
export IMPL_fp_dieW_um=115
export IMPL_relSlewSlack_pct=48.5
export IMPL_post_cts_setup_buffers=0
export IMPL_ys_ff=29
export IMPL_syn_instance_count=153
export IMPL_r2r_slack_ns=2.40
export IMPL_cts_path_max_buffers=2
export IMPL_warnings=33
export IMPL_critical_path_startpoint="current_read_pos_r[0]"
export IMPL_ctsResizeCount=0
export IMPL_avgSynthCellArea_sq_um=11.4
export IMPL_gr_usage_all_layers_pct=5.02
export IMPL_core_area_sq_mm=0.00876
export IMPL_grt_pass1_vias=1170
export IMPL_top_area_cell="edfxtp_1"
export IMPL_antenna_found_initial=0
export IMPL_period_needed_ns=3.80
export IMPL_synthAoiAreaFrac_pct=22.2
export IMPL_powerDensity_mw_per_mm2=176
export IMPL_drv_slew=0
export IMPL_power_w=0.000352
export IMPL_lay_top_cells="23 x edfxtp_1, 13 x ha_1, 12 x inv_1, 12 x nor2_1, 11 x nand2_1"
export IMPL_tritoncts="built"
export IMPL_fmax_mhz=263
export IMPL_edf_count=23
export IMPL_path_class="register to register"
export IMPL_ys_sh_mux_pct=1.93
export IMPL_hp_class="register to register"
export IMPL_drt_iter0_drc=85
export IMPL_grt_ovfl_total=0
export IMPL_path_max_fanout=8
export IMPL_fin_crit_sh_pct=61.3
export IMPL_n_antenna_cell=0
export IMPL_cp_end_kind="register"
export IMPL_synth_main_ff_cell="edfxtp_1"
export IMPL_num_vias=1211
export IMPL_postSynthSeqShare_pct=46.3
export IMPL_dp_hpwl_mm=2.38
export IMPL_postRouteAntennaNets=0
export IMPL_synth_area_sq_mm=0.00175
export IMPL_setup_viol=0
export IMPL_worstSkewPairLatency_ns=0.27
export IMPL_io_buffers=6
export IMPL_synth_simple_gate_area_share_pct=13.2
export IMPL_area_growth_pct=14.1
export IMPL_drc_errors=0
export IMPL_floorplan_core_util_pct=20.0
export IMPL_ff2ff_path_depth=9
export IMPL_peakVddDrop_mv=0.105
export IMPL_vias_per_cell=4.45
export IMPL_critPathLaunchType="register"
export IMPL_clk_pin_slew_ns=0.06
export IMPL_clkSinkCount=29
export IMPL_routed_wl_mm=3.28
export IMPL_cts_hold_buf=0
export IMPL_async_flop_share_pct=0
export IMPL_gp_congestion=0.859
export IMPL_rows=34
export IMPL_drive_gt1_share_pct=14.6
export IMPL_adder_share_pct=9.29
export IMPL_synthTopLogicFamily="AND-OR/OR-AND gates"
export IMPL_reg2reg_from="current_read_pos_r[0]"
export IMPL_grt_max_degree=21
export IMPL_cts_htree_levels=2
export IMPL_top_cell_area_share_pct=39.4
export IMPL_ios=7
export IMPL_lay_top_count="edfxtp_1"
export IMPL_numCtsBuffers=5
export IMPL_tns_ns=0
export IMPL_drtPass1Iterations=5
export IMPL_arrival_ns=3.72
export IMPL_required_ns=6.12
-- state kept, by name, indices dropped and copies added, names as in the netlist, 2 cells and up --
register and cells:
clk_div_r 2, current_zeros_count_r 5, current_read_pos_r 3, symbol_history_temp_shift_r 3, decoder_state 2, symbol_history_shift_r 11
-- layout make-up --
class | instances | area [sq um]
fillers | 929 | 6760
multi-input cells | 108 | 852
flip-flops and latches | 29 | 811
well taps | 108 | 135
clock buffers | 8 | 80.1
inverters | 13 | 61.3
repair buffers | 6 | 60.1
-- worst max-delay path, stage by stage (launching register included) --
cell	delay (ns)
edfxtp_1	0.43
ha_1	0.25
ha_1	0.29
or4_1	0.66
nor3_1	0.42
a31o_2	0.25
nor4_4	0.07
or2_1	0.25
a221o_1	0.34
a221oi_1	0.47
-- through the flow --
stage / hold slack [ns] / area (sq um) / setup WS (ns) / util, % / std cells
6_report: 0.346 / 2000 / 2.40 / 22.8 / 272
5_1_grt: 0.358 / 2000 / 2.25 / 22.8 / 272
4_1_cts: 0.351 / 2000 / 2.40 / 22.8 / 272
3_5_place_dp: 0.338 / 1920 / 2.42 / 21.9 / 264
3_3_place_gp: 0.343 / 1920 / 2.50 / 21.9 / 264
2_1_floorplan: 0.327 / 1750 / 2.66 / - / 153
-- power breakdown --
part / switching (W) / internal [W] / leakage, nW
clock: 0.0000633 / 0.0000794 / 0.0395
sequential: 0.000000325 / 0.000209 / 0.249
combinational: 0.000000116 / 0.000000547 / 0.400
-- synth_stat cells, drive strengths merged (4+ instances only) --
cell,n
edfxtp,23
ha,13
inv,12
nor2,12
nand2,11
a22o,9
dfxtp,6
nor3,5
o21ai,5
a211oi,4
a221o,4
a31o,4
-- layer usage --
layer  routed length, um  vias up  GRT usage, %
li1                    -      608             -
met1                1620      566          7.56
met3                 168        6          1.00
met5                   0        -             0
met2                1440       31          7.43
met4                  53        0         0.908
-- cells by family after synthesis --
logic type      Yosys count
compound gates           45
flops                    29
fa+ha+maj                13
buf+inv                  16
xor+xnor                  4
simple gates             43
mux                       3
-- path summary, 6_finish.rpt --
check                                   end
min reg2reg  symbol_history_temp_shift_r[2]
max                   current_read_pos_r[1]
min          symbol_history_temp_shift_r[2]
max reg2reg           current_read_pos_r[1]
No activity file was given, so power comes from the tool's default toggle rates.
