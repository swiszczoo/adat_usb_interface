File: run.sh
#!/bin/bash
# OpenROAD 26Q1-2900-gdf79404cd8, Yosys 0.63+post, stock flow scripts
make -C /OpenROAD-flow-scripts/flow DESIGN_CONFIG=/design/flow/config.mk WORK_HOME=/design/flow/orfs finish
File: constraint.sdc
current_design i2s_msb_transmitter

set clk_period 3.7
set clk_io_pct 0.2

create_clock -name clk0 -period $clk_period [get_ports {clk_i}]

set non_clock_inputs [all_inputs -no_clocks]
set_input_delay [expr $clk_period * $clk_io_pct] -clock clk0 $non_clock_inputs
set_output_delay [expr $clk_period * $clk_io_pct] -clock clk0 [all_outputs]
File: config.mk
export PLATFORM = sky130hd
export DESIGN_NAME = i2s_msb_transmitter
export DESIGN_NICKNAME = i2s_msb_transmitter
export VERILOG_FILES = /design/flow/design.v
export SDC_FILE = /design/flow/constraint.sdc
export NUM_CORES = 4
export LEC_CHECK = 1
export CORE_AREA = 10 10 74 74
export DIE_AREA = 0 0 84 84
File: design.v
module i2s_msb_transmitter #(
    parameter CIRC_BUF_BITS=3
) (
    input                           clk_i,
    input                           ram_data_i,
    input                           resync_req_i,
    input [CIRC_BUF_BITS-1:0]       last_good_frame_idx_i,
    output [CIRC_BUF_BITS-1+8:0]    ram_read_addr_o,
    output                          i2s_running_o,
    output                          i2s_bclk_o,
    output                          i2s_lrclk_o,
    output reg                      i2s_data_ro
);
    typedef enum bit [1:0] {
        StOutputNothing,
        StOutputZeros,
        StOutputData
    } output_state_e;
    var bit [CIRC_BUF_BITS-1:0] read_frame_r = '0;
    logic [CIRC_BUF_BITS-1:0] read_frame_next;
    var bit [7:0] read_addr_lo_r = '0;
    logic [7:0] read_addr_lo_next;
    var bit [2:0] missed_frames_r = '0;
    logic [2:0] missed_frames_next;
    wire soon_next_frame = (read_addr_lo_r == 8'hff);
    wire new_frame_available = (last_good_frame_idx_i != read_frame_r);
    output_state_e output_state = StOutputNothing;
    output_state_e output_state_next;
    always_comb begin
        output_state_next = output_state;
        read_frame_next = read_frame_r;
        missed_frames_next = missed_frames_r;
        read_addr_lo_next = read_addr_lo_r + 8'b1;
        if (resync_req_i) begin
            unique case (output_state)
                StOutputNothing: begin
                    if (soon_next_frame) begin
                        if (new_frame_available) begin
                            output_state_next = StOutputData;
                            read_frame_next = last_good_frame_idx_i;
                            missed_frames_next = '0;
                        end else begin
                            output_state_next = StOutputZeros;
                        end
                    end
                end
                StOutputZeros: begin
                    if (soon_next_frame) begin
                        if (new_frame_available) begin
                            output_state_next = StOutputData;
                            read_frame_next = last_good_frame_idx_i;
                            missed_frames_next = '0;
                        end
                    end
                end
                StOutputData: begin
                    if (soon_next_frame) begin
                        if (new_frame_available) begin
                            read_frame_next = last_good_frame_idx_i;
                            missed_frames_next = '0;
                        end else begin
                            missed_frames_next = missed_frames_r + 1'b1;
                            output_state_next = (missed_frames_r >= 3'd4) ? StOutputZeros : StOutputData;
                        end
                    end
                end
                default: output_state_next = StOutputNothing;
            endcase
        end else begin
            output_state_next = StOutputNothing;
        end
    end
    always_ff @(posedge clk_i) begin
        read_frame_r <= read_frame_next;
        read_addr_lo_r <= read_addr_lo_next;
        missed_frames_r <= missed_frames_next;
        output_state <= output_state_next;
    end
    wire no_output = output_state == StOutputNothing;
    assign ram_read_addr_o[CIRC_BUF_BITS-1+8:8] = read_frame_next;
    assign ram_read_addr_o[7:0] = read_addr_lo_next;
    assign i2s_running_o = !no_output;
    assign i2s_bclk_o = !clk_i;
    assign i2s_lrclk_o = no_output ? 1'b0 : !read_addr_lo_r[5];  
    always_comb begin
        unique case (output_state)
            StOutputNothing: i2s_data_ro = 1'b0;
            StOutputZeros: i2s_data_ro = 1'b0;
            StOutputData: i2s_data_ro = ram_data_i;
            default: i2s_data_ro = 1'b0;
        endcase
    end
endmodule
==> results.py <==
# Generated from Yosys and OpenROAD reports
metrics = {
    "status": {
        "status": "finished clean",
    },
    "hold_path": {
        "hp-class": "reg2reg",
        "hp-start": "read_addr_lo_r[0]",
    },
    "setup_path": {
        "reg2reg_to": "missed_frames_r[2]",
        "crit_path_frequent_cell": "clkbuf_8",
        "path_class": "clk2out",
        "timing.rr.start": "read_addr_lo_r[0]",
        "reg2reg_depth": 4,
        "crit_family": "buffers and inverters",
        "arrival_ns": 2.61,
        "startpoint": "clk_i",
        "cp_data_required_time_ns": 2.96,
        "r2r_slack_ns": 1.89,
        "path_buffers": 4,
        "cp-end-kind": "output pin",
        "crit_path_start_kind": "clock port",
        "crit_slowest_cell": "clkdlybuf4s50_1",
        "path_cells": "clkbuf_8 -> clkbuf_8 -> inv_1 -> clkdlybuf4s50_1",
        "endpoint": "i2s_bclk_o",
        "path_max_fanout": 8,
        "cpPeakStageDelay_ns": 0.45,
        "path_depth": 4,
    },
    "yosys": {
        "synth-seq-area-share": 0.476,
        "ys_cells": 67,
        "avgSynthCellArea_sq_um": 11.0,
        "syn_inst": 67,
        "ys_ff": 16,
        "synth.cell_area_sq_um": 736,
        "yosys_area_sq_um": 736,
        "synth_warnings": 1,
        "ys_types": 24,
    },
    "cts": {
        "cts.path.max_buffers": 2,
        "cts_setup_buffers": 0,
        "cts_resized": 0,
        "cts_buffers": 3,
        "ctsHoldBuffers": 0,
        "cts.clk_slew.worst_paths_ns": 0.07,
        "clk_latency_ns": 0.25,
        "root_buffer": "clkbuf_8",
        "cts_tree": "done",
        "h-tree-depth": 1,
    },
    "place": {
        "preCtsSetupSlack_ns": 0.368,
        "gp_congestion": 0.788,
        "portBuffers": 20,
        "dpl.cell_count": 137,
        "hpwl_mm": 1.27,
    },
    "power": {
        "total_power_w": 0.000408,
        "powerDensity_mw_per_mm2": 391,
        "vdd_ir_drop_max_v": 0.000195,
        "p_leak_nw": 0.399,
    },
    "floorplanning": {
        "dieArea_sq_mm": 0.00706,
        "coreArea_sq_mm": 0.00397,
        "die_x_um": 84,
        "fp_util": 0.185,
        "dieHeight_um": 84,
        "ios": 21,
        "rows": 23,
    },
    "layout": {
        "drive_gt1_frac": 0.121,
        "area_growth_pct": 42.0,
        "fill_cells": 427,
        "final_core_utilization": 0.263,
        "fin_cells": 141,
    },
    "grt": {
        "grt_usage": 0.0418,
        "grt-ovfl-total": 0,
        "antenna_found_initial": 0,
        "grt_start_max_net_pins": 11,
        "grt_pass1_vias": 563,
        "grt_first_pass_wirelength_mm": 2.56,
    },
    "timing": {
        "tightest_slew_ns": 0.415,
        "setup_viol": 0,
        "finalMaxSlewViolations": 0,
        "period_used_share": 0.904,
        "finClkSkew_ns": 0.00446,
        "relSlewSlack": 0.723,
        "rsz0062_at_grt": "no",
        "fin_tns_setup_ns": 0,
        "finalWorstSetupSlack_ns": 0.353,
        "finalCriticalPeriod_ns": 3.35,
        "report.final.hold_viol_count": 0,
        "max_freq_mhz": 300,
    },
    "detailed_routing": {
        "via_per_inst": 3.69,
        "antenna_cells": 0,
        "ant_nets": 0,
        "routed_wl_mm": 1.56,
        "num_vias": 520,
        "first_pass_iters": 4,
        "drc": 0,
        "post_drt_wl_per_cell_um": 11.0,
        "drt_iter0_drc": 12,
    },
    "flow_run": {
        "maxCapViolCount": 0,
        "warnings": 29,
    },
}
-- cells by family (layout without fill, tap and decap cells) --
group / after synthesis / after routing / share of synthesized area
simple gates: 19 / 19 / 0.163
flops: 16 / 16 / 0.476
xor+xnor: 10 / 10 / 0.119
buf+inv: 10 / 34 / 0.0510
compound gates: 6 / 6 / 0.0935
fa+ha+maj: 3 / 3 / 0.0510
mux: 3 / 3 / 0.0459
-- worst register-to-register path, stage by stage, from the launching register on --
cell       delay [ns]
dfxtp_1          0.37
ha_1             0.27
nand4_4          0.18
a2111oi_4        0.44
o21a_1           0.25
-- final cells by class --
type                            instances  area [sq um]  area share
Clock buffer                            4          51.3      0.0491
Clock inverter                          2          8.76     0.00838
Inverter                                9          33.8      0.0323
Multi-Input combinational cell         41           348       0.333
Sequential cell                        16           350       0.335
Tap cell                               50          62.6      0.0599
Timing Repair Buffer                   19           190       0.182
-- how the worst min path moves through the flow --
stage	to	slack, ns	cells past startpoint
finish	read_addr_lo_r[0]	0.44	1
global route	read_addr_lo_r[0]	0.45	1
CTS	read_addr_lo_r[0]	0.44	1
-- placed cells by master, fill, tap and decap left out, drive strengths merged --
master and n:
clkdlybuf4s50 20, edfxtp 3, ha 3, nand2 1, o2bb2ai 1, o2111ai 1, nor3 4, clkbuf 3
clkinv 1, mux2 3, and2 1, o21ai 1, inv 10, or2 1, nand4 2, xor2 2
and4 1, nand2b 2, nand3 4, xnor2 8, or3 1, a2111o 1, a2111oi 1, nor2 2
o21a 1, dfxtp 13
-- cell usage after synthesis --
| master | number | share of area |
|---|---|---|
| a2111o_1 | 1 | 0.015 |
| a2111oi_4 | 1 | 0.037 |
| and2_1 | 1 | 0.0085 |
| and4_2 | 1 | 0.014 |
| dfxtp_1 | 13 | 0.35 |
| edfxtp_1 | 3 | 0.12 |
| ha_1 | 3 | 0.051 |
| inv_1 | 10 | 0.051 |
| mux2_2 | 3 | 0.046 |
| nand2_1 | 1 | 0.0051 |
| nand2b_1 | 2 | 0.017 |
| nand3_1 | 4 | 0.027 |
| nand4_1 | 1 | 0.0085 |
| nand4_4 | 1 | 0.029 |
| nor2_1 | 2 | 0.010 |
| nor3_1 | 4 | 0.027 |
| o2111ai_1 | 1 | 0.012 |
| o21a_1 | 1 | 0.010 |
| o21ai_0 | 1 | 0.0068 |
| o2bb2ai_1 | 1 | 0.012 |
| or2_2 | 1 | 0.0085 |
| or3_1 | 1 | 0.0085 |
| xnor2_1 | 8 | 0.095 |
| xor2_1 | 2 | 0.024 |
-- metal layers --
layer	wire length, um	GRT usage
met1	719	0.0508
met2	701	0.0662
met3	122	0.0187
met4	13	0.00913
met5	0	0
-- flip-flops by register name (all words and copies together) (netlist names) --
signal,flops
missed_frames_r,3
output_state,2
read_frame_r,3
read_addr_lo_r,8
-- report_power, final --
part / internal, W / leakage [nW] / switching [W]
clock network: 0.0000936 / 0.0347 / 0.0000639
logic: 0.0000345 / 0.227 / 0.0000200
registers: 0.000188 / 0.137 / 0.00000866
total: 0.000316 / 0.399 / 0.0000925
-- through the flow --
step / hold slack, ns / instance area (sq um)
2_1_floorplan: 0.379 / 736
3_3_place_gp: 0.407 / 998
5_1_grt: 0.453 / 1040
3_5_place_dp: 0.422 / 998
6_report: 0.443 / 1040
4_1_cts: 0.441 / 1040
Power is estimated from default activity; no workload was simulated.
